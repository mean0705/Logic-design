==> design.v <==
module Result_Register_ALU( clk, alu_en, wr, address, din, dout );
input	clk, wr, alu_en;
input	[3:0]	address;
input	[7:0]	din;
output reg [7:0] dout;
reg	 [7:0]	ram_data[0:7];
reg [2:0] update_address;
always @( posedge clk ) begin
	if ( !alu_en ) begin
		if( wr ) begin
			dout <= ram_data[address-1];
			ram_data[address-1] <= ram_data[address-1];
		end
		else begin 
			dout <= 8'd0;
			ram_data[address-1] <= din;
		end
	end
	ram_data[address-1] <= ram_data[address-1];
end
endmodule
==> run.sh <==
#!/bin/bash
# OpenROAD 26Q1-2900-gdf79404cd8, Yosys 0.63+post, stock flow scripts
make -C /OpenROAD-flow-scripts/flow DESIGN_CONFIG=/design/flow/config.mk WORK_HOME=/design/flow/orfs finish
==> config.mk <==
export PLATFORM = sky130hd
export DESIGN_NAME = Result_Register_ALU
export DESIGN_NICKNAME = Result_Register_ALU
export VERILOG_FILES = /design/flow/design.v
export SDC_FILE = /design/flow/constraint.sdc
export NUM_CORES = 4
export LEC_CHECK = 1
export CORE_UTILIZATION = 30
==> constraint.sdc <==
current_design Result_Register_ALU

set clk_period 2.6
set clk_io_pct 0.2

create_clock -name clk0 -period $clk_period [get_ports {clk}]

set non_clock_inputs [all_inputs -no_clocks]
set_input_delay [expr $clk_period * $clk_io_pct] -clock clk0 $non_clock_inputs
set_output_delay [expr $clk_period * $clk_io_pct] -clock clk0 [all_outputs]
==> job_summary.md <==
## PnR job results

| Metric | Value |
|---|---|
| Status | `finished clean` |
| FF-to-FF End | `ram_data[7][3]` |
| Total global routing track utilization | `12.0%` |
| Via count of the first global-routing pass | `1,663` |
| Crit-path slowest cell | `sky130_fd_sc_hd__or4_1` |
| Slack of the worst reg-to-reg path | `about 1.1 ns` |
| Largest net degree at the start of global routing | `25` |
| Critical path arrival | `approximately 2.5 ns` |
| Family with the most delay on the worst path | `simple AND/OR/NAND/NOR gates` |
| Area of all placed cells without fillers | `3640 µm²` |
| Ordered cell list for the critical path | `clkdlybuf4s50_1 -> inv_1 -> ha_1 -> xnor2_2 -> nor3_1 -> or4_1` |
| Cell row count | `35` |
| Final count of pins violating max slew | `0` |
| Clock Power Share | `30.9%` |
| Number of synthesis warnings | `1` |
| Cell Pwr Density | `703 nW/µm²` |
| Iteration tally of the first detailed-router pass | `4` |
| Max_slew headroom | `a little over 70%` |
| Hold buffers post-CTS | `0` |
| Setup fix buffers added after clock tree synthesis | `0` |
| Number of cells traversed by the worst register-to-register path | `3` |
| Final Hold Vio Count | `0` |
| Nature of the critical path endpoint | `flop` |
| RSZ-0062 raised after global routing | `no` |
| Clock transition at the registers of the reported paths | `around 0.060 ns` |
| Final setup margin | `0.172 ns` |
| Crit path max fanout | `8` |
| Count of nets left with antenna violations after detail routing | `0` |
| NetSw | `555 µW` |
| Type of element launching the critical path | `input port` |
| Global-route wire length before repair | `8410 µm` |
| Global route overflow | `0` |
| Synth Area per Inst | `17.1 µm²` |
| Setup-violating endpoint count in the final report | `0` |
| TritonCTS clock tree | `yes` |
| Sink Count | `72` |
| Number of instances resized during post-cts repair | `0` |
| Port Buffers | `13` |
| Clock Tree Buf Depth | `2` |
| Launch instance of the worst register-to-register path | `ram_data[0][3]` |
| Destination of the worst hold path | `dout[3]` |
| I/O pin count | `23` |
| Inserted Diodes | `0` |
| Synth cell types | `25` |
| Highest clock frequency the design can meet | `412 MHz` |
| Filler cell count | `between 800 and 900` |
| Delay of the slowest cell on the worst path | `0.66 ns` |
| Initial antenna violation count | `0` |
| Cell count in the Yosys report | `170` |
| Static leakage | `roughly 1.3 nW` |
| Total wire length after detailed routing | `5120 µm` |
| Netlist Area Pre-Place | `2900 µm²` |
| Pre-Place Util | `~31%` |
| Comb power frac | `13.6%` |
| Post-DP HPWL | `3590 µm` |
| Chip area estimate from yosys synthesis | `2900 µm²` |
| Flip-flop and latch count after synthesis | `72` |
| Worst IR drop on VDD | `around 0.23 mV` |
| Power Internal | `2.00 mW` |
| Cell Count, Final, Fillers Out | `360` |
| H-Tree Level Count | `3` |
| Clock skew after layout | `0.00331 ns` |
| Buffers plus inverters on the worst setup path | `2` |
| Share of the clock period used by the worst path after layout | `93.4%` |
| Class of the most critical hold timing path | `flop to flop` |
| Hold Path Cell Cnt | `3` |
| Count of maximum capacitance violations | `0` |
| Die Ht | `100 µm` |
| Core region area | `9280 µm²` |
| Hold path startpoint | `ram_data[5][3]` |
| Die W | `~100 µm` |
| First-iteration detailed-routing DRC count | `75` |
| Root buf cell | `sky130_fd_sc_hd__clkbuf_8` |
| Area post-placement | `3460 µm²` |
| Critical path class | `input port to flop` |
| Part of the total power dissipated in sequential elements | `55.5%` |
| Post-synthesis sequential area ratio | `74.6%` |
| Layout cells sized above 1 | `29.9%` |
| Latency at later pin | `~0.33 ns` |
| Cell total after placement | `345` |
| Switching share of total power | `between 20% and 30%` |
| Final Power | `2.56 mW` |
| WL per Instance | `between 10 and 15 µm` |
| Via-per-instance ratio | `between 4 and 5` |
| Slew @ Worst Pin | `0.408 ns` |
| Floorplan die area | `10,100 µm²` |
| Stage-log warning count | `35` |
| Gate count of the mapped netlist | `170` |
| Final critical delay including setup and external delays | `2.43 ns` |
| Crit path required time | `2.63 ns` |
| Routability congestion estimate from global placement | `0.812` |
| Count of vias placed by the detailed router | `~1,600` |
| Drt drc | `0` |
| Clock buffer count from CTS | `9` |
| Worst setup slack after placement | `-0.191 ns` |
| Synthesis-to-finish area growth | `25.4%` |
-- cell usage in the layout, fill, tap and decap left out, drive strengths merged, types with 3 or more instances in the layout --
| cell type | netlist | routed |
|---|---|---|
| a22oi | 3 | 3 |
| mux2 | 14 | 14 |
| o22ai | 4 | 4 |
| nand2 | 6 | 6 |
| clkdlybuf4s50 | 0 | 13 |
| nor2 | 12 | 12 |
| mux2i | 18 | 18 |
| clkinv | 0 | 4 |
| nor2b | 3 | 3 |
| clkbuf | 1 | 10 |
| edfxtp | 72 | 72 |
| buf | 5 | 39 |
| nor3 | 6 | 6 |
| nand3 | 6 | 6 |
| nor3b | 3 | 3 |
| inv | 5 | 5 |
-- flip-flops by register name, indices dropped and copies added (netlist names) --
name      count
dout          8
ram_data     64
-- area by class of cell --
| class | count | area, µm² | share of cell area, % |
|---|---|---|---|
| clock inverters | 5 | 48.8 | 1.34 |
| repair buffers | 52 | 435 | 12.0 |
| well taps | 129 | 161 | 4.44 |
| multi-input cells | 87 | 682 | 18.8 |
| clock buffers | 10 | 128 | 3.51 |
| flip-flops and latches | 72 | 2160 | 59.5 |
| inverters | 5 | 18.8 | 0.516 |
-- power groups by stage --
stage | Sequential [mW] | Combinational [mW] | Clock, mW
finish | 1.42 | 0.347 | 0.791
global route | 1.43 | 0.385 | 0.868
CTS | 1.42 | 0.352 | 0.814
-- synth_stat cells --
library cell	n	area share, %
sky130_fd_sc_hd__o41a_1	1	0.39
sky130_fd_sc_hd__a21oi_1	2	0.35
sky130_fd_sc_hd__or4_1	1	0.26
sky130_fd_sc_hd__o22ai_1	4	0.86
sky130_fd_sc_hd__nand2_1	6	0.78
sky130_fd_sc_hd__buf_2	2	0.35
sky130_fd_sc_hd__ha_1	1	0.43
sky130_fd_sc_hd__nor2_1	12	1.6
sky130_fd_sc_hd__xnor2_2	1	0.56
sky130_fd_sc_hd__nor3_1	6	1.0
sky130_fd_sc_hd__mux2i_1	18	6.2
sky130_fd_sc_hd__edfxtp_1	72	75
sky130_fd_sc_hd__nor3b_1	3	0.78
sky130_fd_sc_hd__xor2_2	1	0.56
sky130_fd_sc_hd__nand3_1	6	1.0
sky130_fd_sc_hd__nor2b_1	3	0.65
sky130_fd_sc_hd__and3b_1	1	0.30
sky130_fd_sc_hd__a22oi_1	3	0.78
sky130_fd_sc_hd__a31oi_1	2	0.43
sky130_fd_sc_hd__clkbuf_1	1	0.13
sky130_fd_sc_hd__nor4bb_1	1	0.35
sky130_fd_sc_hd__mux4_2	1	0.78
sky130_fd_sc_hd__inv_1	5	0.65
sky130_fd_sc_hd__buf_4	3	0.78
sky130_fd_sc_hd__mux2_2	14	5.4
-- worst max path at each step --
stage,endpoint,from,cells past startpoint
4_1_cts,ram_data[2][3],address[0],6
5_1_grt,ram_data[5][4],address[0],7
6_report,ram_data[7][3],address[0],6
-- worst register-to-register path, stage by stage, from the launching register on --
cell and delay [ns]:
sky130_fd_sc_hd__edfxtp_1 0.36, sky130_fd_sc_hd__mux2i_1 0.16, sky130_fd_sc_hd__nor2_1 0.07, sky130_fd_sc_hd__or4_1 0.64
-- kinds of logic (layout without fill, tap and decap cells) --
logic type / count (synthesis) / after routing / synth area share, %
multiplexers: 33 / 33 / 12.4
AND-OR/OR-AND: 12 / 12 / 2.81
flip-flops: 72 / 72 / 74.6
AND/OR/NAND/NOR: 39 / 39 / 6.73
buffers and inverters: 11 / 72 / 1.90
adder cells (fa/ha/maj): 1 / 1 / 0.432
XOR/XNOR: 2 / 2 / 1.12
-- stage by stage --
| stage | hold WS [ns] | utilization (%) | TNS, ns |
|---|---|---|---|
| after floorplan | 0.673 | - | -2.71 |
| after global placement | 0.749 | 37.3 | -5.47 |
| after detailed placement | 0.733 | 37.3 | -7.86 |
| after CTS | 0.753 | 39.2 | 0 |
| after global routing | 0.820 | 39.2 | 0 |
| final | 0.748 | 39.2 | 0 |
-- layer usage --
layer	up-vias	share of wire (%)	wire length (µm)	track usage, %
met2	45	45	2320	17.6
met4	0	1.5	75	2.01
met3	9	6.7	342	4.32
met1	776	47	2390	18.6
met5	-	0	0	0
li1	769	-	-	-
Power figures rest on the tool's default switching activity, not on a simulated workload.
