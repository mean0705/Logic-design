--- ./run.sh ---
#!/bin/bash
# OpenROAD 26Q1-2900-gdf79404cd8, Yosys 0.63+post, stock flow scripts
make -C /OpenROAD-flow-scripts/flow DESIGN_CONFIG=/design/flow/config.mk WORK_HOME=/design/flow/orfs finish
--- ./config.mk ---
export PLATFORM = sky130hd
export DESIGN_NAME = Command_Register_ALU
export DESIGN_NICKNAME = Command_Register_ALU
export VERILOG_FILES = /design/flow/design.v
export SDC_FILE = /design/flow/constraint.sdc
export NUM_CORES = 4
export LEC_CHECK = 1
export CORE_UTILIZATION = 50
--- ./constraint.sdc ---
current_design Command_Register_ALU

set clk_period 6.4
set clk_io_pct 0.2

create_clock -name clk0 -period $clk_period [get_ports {clk}]

set non_clock_inputs [all_inputs -no_clocks]
set_input_delay [expr $clk_period * $clk_io_pct] -clock clk0 $non_clock_inputs
set_output_delay [expr $clk_period * $clk_io_pct] -clock clk0 [all_outputs]
--- ./design.v ---
module Command_Register_ALU( clk, aluop_st, din, dout, capture_en );
input	clk, aluop_st, capture_en;
input	[22:0]	din;
output reg [19:0] dout;
reg	 [19:0]	ram_data[0:7];
reg [2:0] update_address_out;
always @( posedge clk ) begin
	if ( capture_en ) begin
	    update_address_out <= 3'd0;
		dout <= 20'd0;
		ram_data[din[21:19]] <= {din[22], din[18:0]};
    end
	else if ( aluop_st ) begin 
		dout <= ram_data[update_address_out];
		ram_data[update_address_out] <= ram_data[update_address_out];
		update_address_out <= update_address_out + 1;
	end
end
endmodule
==> impl_metrics.toml <==
# yosys + openroad results
[synthesis]
yosys_area_mm2 = 0.00740
yosys-top-cells-area = "edfxtp_1 (65%), mux2_2 (12%), dfxtp_1 (7.0%)"
ys_cells = 452
syn_avg_cell_area_um2 = 16.4
ff_type = "edfxtp_1"
ys_warn_count = 1
top_area_cell = "edfxtp_1"
top_cells_by_count = "edfxtp_1 (160), mux2_2 (79), nand2_1 (42)"
synth-edff-count = 160
synth_cell_type_count = 29
synth_area_mm2 = 0.00740
top_cell_area_share_pct = 65.0
netlist_instances = 452
postSynthSeqShare_pct = 72.0
async_flop_share_pct = 0
numSynthFlops = 186
synthMostInstantiatedCell = "edfxtp_1"

[clocking]
clk_pin_slew_ns = 0.06
cts.sinks = 186
cts_root_buf = "clkbuf_16"
post_cts_buffers = 0
clock_latency_ns = 0.43
htree_levels = 4
hold_buffers = 0
post_cts_resized = 0
numCtsBuffers = 17
clk_path_buf_depth = 2
cts_tree = "yes"

[floorplan]
initCoreUtil_pct = 51.1
die_width_um = 124
core_mm2 = 0.0145
fp.dieH_um = 124
dieArea_mm2 = 0.0153
ios = 46
rows = 44

[critical_path]
cp-start-kind = "input pin"
cp-end-kind = "flip-flop"
ff2ff_path_depth = 4
critPathRequiredTime_ns = 6.51
worstPathMaxFanout = 39
arrival_ns = 3.69
crit_type = "input pin to flip-flop"
rr_endpoint = "ram_data[1][17]"
reg2reg_slack_ns = 3.42

[detailed_routing]
ant_nets = 0
wl_per_cell_um = 20.8
dr.pass1.iters = 4
finalWirelength_mm = 14.5
diodes = 0
post_drt_via_cell_ratio = 5.70
vias = 3981
drcViolationCount = 0
first_iter_violations = 279

[grt]
grt_max_degree = 50
grt_usage_pct = 22.3
grt_use_met1_pct = 35.0
grt_pass1_wl_mm = 22.3
antenna_found_initial = 0
top_usage_layer = "met1"
met2_usage_pct = 31.5
grt_pass1_vias = 4100
gr-total-overflow = 0
use_met3_pct = 11.1

[pwr]
seqPwrFrac_pct = 55.1
leakage_nw = 2.78
power.density_mw_per_mm2 = 302
p_int_mw = 2.01
p_clk_share_pct = 35.7
p_total_mw = 2.56
combPwrFrac_pct = 9.2
p_sw_share_pct = 21.6
p_sw_mw = 0.553
vdd_drop_max_mv = 0.174

[hold_path]
whs_path_depth = 2
worstHoldEndpoint = "dout[14]"
hp-start = "dout[14]"
hold_path.class = "flip-flop to flip-flop"

[flow_run]
openroad.warnings = 25
drv_cap = 0

[timing]
slew_headroom_pct = 35.6
final.min_clock_period_ns = 3.58
maxSlewViolCount = 0
fin_crit_sh_pct = 55.9
rsz0062_at_grt = "no"
finalSetupViolCount = 0
tns_ns = 0
clock_skew_ns = 0.00544
tightest_slew_ns = 0.958
fmax_mhz = 280
fin_ws_ns = 2.82
hold_viol_final = 0

[place]
port_buffers = 45
place_ws_ns = 2.37
dpl_cell_area_mm2 = 0.00797
dp_hpwl_mm = 7.86
place_congestion = 0.771

[layout]
drive_above_1_share_pct = 25.3
finalInstanceArea_mm2 = 0.00848
area_delta_synth_final_pct = 14.6

[run_status]
status = "finished, final reports clean"
## critical path, stage by stage
cell and delay (ns):
clkdlybuf4s50_1 0.61, nand2b_2 0.57, buf_4 0.42, o31ai_1 0.79
## flip-flops by register name (all words and copies together), names as in the netlist, named ones only
register,cells
dout,20
ram_data,160
update_address_out,3
## worst max path at each step
stage | startpoint | endpoint | slack, ns | depth (start not counted)
global route | capture_en | ram_data[0][16] | 2.55 | 4
finish | capture_en | ram_data[7][16] | 2.82 | 4
CTS | capture_en | ram_data[7][16] | 2.83 | 4
## final cells by class
class	count	area [um^2]
fill	1118	6000
timing repair buffer	59	556
clock inverter	6	27.5
clock buffer	25	475
sequential	186	5330
multi-input combinational	235	1850
inverter	3	11.3
tap	184	230
## layer usage
layer  share of wire (%)  vias to the layer above
met2                  46                      187
met3                 9.9                       20
met1                  42                     1904
met5                   0                        -
li1                    -                     1870
met4                 2.0                        0
## cell families (layout without fill, tap and decap cells)
kind of cell	count (synthesis)	count (layout)	share of synthesized area, %
AND/OR/NAND/NOR	65	65	3.87
XOR/XNOR	2	2	0.237
flip-flops	186	186	72.0
adder cells (fa/ha/maj)	1	1	0.169
multiplexers	81	81	12.3
buffers and inverters	31	93	3.32
AND-OR/OR-AND	86	86	8.09
## metrics by stage
stage / std cells / util (%) / hold WS [ns]
global placement: 667 / 55.1 / 0.435
detailed placement: 667 / 55.1 / 0.439
floorplan: 452 / - / 0.401
CTS: 698 / 58.5 / 0.453
finish: 698 / 58.5 / 0.450
global route: 698 / 58.5 / 0.479
## power groups by stage
stage | Combinational [mW] | Clock, mW | Sequential (mW)
after CTS | 0.239 | 0.929 | 1.41
after global routing | 0.259 | 0.973 | 1.42
final | 0.236 | 0.913 | 1.41
## placed cells by master, fill, tap and decap left out, drive strengths merged, types with 13 or more instances in the layout
cell / instances
buf: 14
clkbuf: 25
clkdlybuf4s50: 45
dfxtp: 26
edfxtp: 160
mux2: 80
nand2: 42
nor2: 13
o22ai: 40
o31ai: 40
Power figures rest on the tool's default switching activity, not on a simulated workload.
