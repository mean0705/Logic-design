### /design/flow/config.mk
export PLATFORM = sky130hd
export DESIGN_NAME = Result_Register_MAC
export DESIGN_NICKNAME = Result_Register_MAC
export VERILOG_FILES = /design/flow/design.v
export SDC_FILE = /design/flow/constraint.sdc
export NUM_CORES = 4
export LEC_CHECK = 1
export CORE_UTILIZATION = 30
### /design/flow/constraint.sdc
current_design Result_Register_MAC

set clk_period 6.0
set clk_io_pct 0.2

create_clock -name clk0 -period $clk_period [get_ports {clk}]

set non_clock_inputs [all_inputs -no_clocks]
set_input_delay [expr $clk_period * $clk_io_pct] -clock clk0 $non_clock_inputs
set_output_delay [expr $clk_period * $clk_io_pct] -clock clk0 [all_outputs]
### /design/flow/design.v
module Result_Register_MAC( clk, mac_en, wr, address, din, dout );
input	clk, wr, mac_en;
input	[3:0]	address;
input	[15:0]	din;
output reg [15:0] dout;
reg	 [15:0]	ram_data[0:7];
reg [2:0] update_address;
always @( posedge clk ) begin
	if ( mac_en ) begin
		if( wr ) begin
			dout <= ram_data[address-2];
			ram_data[address-2] <= ram_data[address-2];
		end
		else begin 
			dout <= 8'd0;
			ram_data[address-2] <= din;
		end
	end
	else ram_data[address-2] <= ram_data[address-2];
end
endmodule
### /design/flow/run.sh
#!/bin/bash
# OpenROAD 26Q1-2900-gdf79404cd8, Yosys 0.63+post, stock flow scripts
make -C /OpenROAD-flow-scripts/flow DESIGN_CONFIG=/design/flow/config.mk WORK_HOME=/design/flow/orfs finish
==> reports/qor.txt <==
status = complete, no violations
vias post-DR = 3,079
Fin Clk Skew = 0.00448 ns
first-pass GRT wire length = 17,700 um
Synth Cell Area = 5900 um^2
Final Hold Viols = 0
ys cells = 333
largest cells by area after synthesis = edfxtp_1 (73%), mux2_2 (6.1%), mux2i_1 (4.1%), o31ai_2 (2.5%), a22o_1 (1.8%)
Total Neg Setup Slack = 0 ns
share of the synthesized area in the top cell type = 0.733
Post-CTS Setup Inserts = 0
DRC errors left = 0
DRT iter0 DRCs = 164
Max stage delay on crit path = 0.86 ns
die span in x = 142 um
Mapped Cells = 333
Least-Margin Pin Slew = 1.04 ns
Layout fillers = 1,754
PortBufs = 37
delay-heaviest family, CP = AND-OR/OR-AND gates
Post-Place Worst Slack = 1.12 ns
Slowest-stage cell, CP = clkdlybuf4s50_1
Crit path buffers/inverters = 2
core footprint = 19,000 um^2
drt first pass iters = 5
CTS H-tree lvls = 4
CP endpoint kind = flop
most common logic cells in the final layout = edfxtp_1 (144), clkdlybuf4s50_1 (36), mux2_2 (32)
Clock Pin Slew Worst Setup and Hold Paths = 0.05 ns
Syn. warnings = 1
CTS tree = built
gp weighted congestion = 0.750
row cnt = 50
layout cells sized above 1 = 0.220
Setup CP Type = primary input to flop
final WL = 11,400 um
I/O pins = 39
Die Footprint = 20,200 um^2
Log Warnings = 29
Seq/Total Area, Yosys = 0.733
power density over cell area = 328 nW/um^2
Die Span Y = 142 um
peak supply drop = 0.154 mV
max frequency = 225 MHz
max-cap viol count = 0
synthesis area per yosys = 5900 um^2
syn_area_per_cell = 17.7 um^2
Post-CTS Resized = 0
DP Wirelength = 6800 um
leakage power = 0.00234 uW
final setup margin = 1.56 ns
relative slew slack = 0.295
post-route antenna net violation count = 0
Commonest Layout Cell = edfxtp_1
type of the worst min-delay path = flop to flop
WP data arrival = 4.51 ns
crit path max fanout = 16
initial antenna violation count = 0
part of the cycle the worst path needs = 0.740
Worst EP required = 6.07 ns
CTS Buffer Depth = 2
Hold WS = 0.803 ns
n_diodes = 0
Startpoint Class = primary input
max-slew violations = 0
largest net degree at the start of global routing = 49
Flops after synth = 144
Final Critical Period = 4.44 ns
RSZ-0062 raised after global routing = no
vias in the first global route = 3,288
CP Cell Sequence = clkdlybuf4s50_1, inv_1, ha_1, nand2_1, o22ai_1, o41ai_1
clk root buf = clkbuf_16
Late-Pin Clk Latency = 0.41 ns
fp_density = 0.310
Synth-to-Final Area Change = 19.8%
total CTS buffers = 17
grt total ovfl = 0
DR vias/cell = 4.70
clk sink count = 144
Final setup viols = 0
area of placed instances = 6560 um^2
WL per Instance = 17.4 um
final design area excluding fillers = 7070 um^2
Synth cell types = 25
post-synth top area cell = edfxtp_1
Hold Buf Count CTS = 0
GR Util All Layers = 0.127
==> cells in the mapped netlist <==
cell,count
mux2i_1,24
nand2b_1,2
clkbuf_2,1
buf_1,1
ha_1,4
a2111oi_2,4
nand2_1,17
buf_6,2
inv_1,3
nor2_1,1
and2_1,4
o41ai_1,4
clkbuf_1,5
nor3_1,12
buf_12,3
nor2b_1,14
buf_4,3
nor4_1,4
a211oi_1,4
buf_2,5
a22o_1,12
mux2_2,32
o31ai_2,12
o22ai_1,16
edfxtp_1,144
==> path summary, 6_finish.rpt <==
| check | startpoint | end | slack [ns] | cells after the start |
|---|---|---|---|---|
| min reg2reg | ram_data[3][8]$_DFFE_PP_ | dout[8]$_SDFFCE_PN0P_ | 0.80 | 3 |
| max | address[1] | ram_data[7][12]$_DFFE_PP_ | 1.56 | 6 |
| max reg2reg | ram_data[6][13]$_DFFE_PP_ | ram_data[1][13]$_DFFE_PP_ | 4.13 | 3 |
| min | ram_data[3][8]$_DFFE_PP_ | dout[8]$_SDFFCE_PN0P_ | 0.80 | 3 |
==> worst min-delay path: cells and delay by family, from the launching register on <==
kind	cells	cell delay, ns
AND-OR/OR-AND	1	0.09
multiplexers	1	0.13
flip-flops	1	0.31
AND/OR/NAND/NOR	1	0.13
==> kinds of logic after synthesis <==
| logic type | after synthesis | synth area share |
|---|---|---|
| muxes | 56 | 0.102 |
| AOI/OAI and AO/OA | 52 | 0.0814 |
| adders and majority gates | 4 | 0.00848 |
| DFF | 144 | 0.733 |
| and+or+nand+nor | 54 | 0.0471 |
| buffers and inverters | 23 | 0.0286 |
==> report_power, final <==
part | switching (uW) | internal, uW
Clock | 361 | 556
Sequential | 9.68 | 1190
Combinational | 118 | 83.5
==> metrics by stage <==
| stage | utilization | power (uW) | cells |
|---|---|---|---|
| 3_5_place_dp | 0.345 | 1420 | 625 |
| 5_1_grt | 0.372 | 2400 | 655 |
| 2_1_floorplan | - | 1340 | 333 |
| 3_3_place_gp | 0.345 | 1410 | 625 |
| 6_report | 0.372 | 2320 | 655 |
| 4_1_cts | 0.372 | 2340 | 655 |
==> flip-flops by register name, summed over array words and instances (netlist names) <==
| name | flops |
|---|---|
| ram_data | 128 |
| dout | 16 |
==> cell type report <==
class / instances / area [um^2] / area share
tap: 260 / 325 / 0.0460
inverter: 3 / 11.3 / 0.00159
sequential: 144 / 4320 / 0.612
clock buffer: 21 / 440 / 0.0623
timing repair buffer: 52 / 480 / 0.0680
clock inverter: 9 / 70.1 / 0.00991
multi-input combinational: 166 / 1420 / 0.200
==> routing by layer <==
| metal | routed length, um | part of all wire | global-route usage | up-vias |
|---|---|---|---|---|
| li1 | - | - | - | 1436 |
| met1 | 4290 | 0.38 | 0.148 | 1488 |
| met2 | 5630 | 0.49 | 0.202 | 139 |
| met3 | 1340 | 0.12 | 0.0840 | 16 |
| met4 | 167 | 0.015 | 0.0153 | 0 |
| met5 | 0 | 0 | 0 | - |
Power figures rest on the tool's default switching activity, not on a simulated workload.
